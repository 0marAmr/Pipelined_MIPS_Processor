`flow/run.sh`:
```
#!/bin/bash
# OpenROAD 26Q1-2900-gdf79404cd8, Yosys 0.63+post, stock flow scripts
make -C /OpenROAD-flow-scripts/flow DESIGN_CONFIG=/design/flow/config.mk WORK_HOME=/design/flow/orfs finish
```
`flow/config.mk`:
```
export PLATFORM = sky130hd
export DESIGN_NAME = ALU_Controller
export DESIGN_NICKNAME = ALU_Controller
export VERILOG_FILES = /design/flow/design.v
export SDC_FILE = /design/flow/constraint.sdc
export NUM_CORES = 4
export LEC_CHECK = 1
export CORE_AREA = 10 10 70 70
export DIE_AREA = 0 0 80 80
export SYNTH_HDL_FRONTEND = slang
```
`flow/constraint.sdc`:
```
current_design ALU_Controller

set clk_period 3.0
set clk_io_pct 0.2

create_clock -name clk0 -period $clk_period

set non_clock_inputs [all_inputs -no_clocks]
set_input_delay [expr $clk_period * $clk_io_pct] -clock clk0 $non_clock_inputs
set_output_delay [expr $clk_period * $clk_io_pct] -clock clk0 [all_outputs]
```
`flow/design.v`:
```
module ALU_Controller (
    input wire [5:0] i_FunctE,      
    input wire [2:0] i_ALUControlE,        
    output reg [3:0] o_ALUCtrl
);
    localparam      AND = 'b0000,
                    OR = 'b0001,
                    add = 'b0010,
                    XOR = 'b0011,
                    NOR= 'b0100,
                    Set_if_less_than_unsigned = 'b0101,
                    subtract = 'b0110,
                    Set_if_less_than = 'b0111,
                    Shift_left_logic = 'b1000,
                    Shift_left_logic_by_var = 'b1001,
                    Shift_right_logic = 'b1010,
                    Shift_right_logic_by_var = 'b1011,
                    Shift_right_arith = 'b1100,
                    Shift_right_arith_by_var = 'b1101,
					MULT = 'b1110,
					DIV = 'b1111;
    wire [8:0] sel;
    assign sel = {i_ALUControlE, i_FunctE};
    always@(*)  begin    
        casex (sel)
            'b000_xxxxxx: begin
                o_ALUCtrl = add;
            end    
            'b001_xxxxxx: begin
                o_ALUCtrl = subtract;
            end    
            'b011_xxxxxx : begin
                o_ALUCtrl = Set_if_less_than;
            end
            'b100_xxxxxx : begin
                o_ALUCtrl = AND;
            end    
            'b101_xxxxxx : begin
                o_ALUCtrl = OR;
            end    
            'b110_xxxxxx : begin
                o_ALUCtrl = XOR;
            end  
            'b111_xxxxxx : begin
                o_ALUCtrl = MULT;
            end  		
            'b010_001000 : begin  
                o_ALUCtrl = 4'bxxxx;
            end           
            'b010_001001 : begin  
                o_ALUCtrl = add;
            end              
            'b010_100000 : begin  
                o_ALUCtrl = add;
            end              
            'b010_100001 : begin  
                o_ALUCtrl = add;
            end                 
            'b010_100010 : begin  
                o_ALUCtrl = subtract;
            end                 
            'b010_100011 : begin  
                o_ALUCtrl = subtract;
            end                 
            'b010_100100 : begin  
                o_ALUCtrl = AND;
            end                  
            'b010_100101 : begin  
                o_ALUCtrl = OR;
            end                  
            'b010_100110 : begin  
                o_ALUCtrl = XOR;
            end                  
            'b010_100111 : begin  
                o_ALUCtrl = NOR;
            end                  
            'b010_000000 : begin  
                o_ALUCtrl = Shift_left_logic;
            end                  
            'b010_000100 : begin  
                o_ALUCtrl = Shift_left_logic_by_var;
            end                  
            'b010_000010 : begin  
                o_ALUCtrl = Shift_right_logic;
            end                  
            'b010_000110 : begin  
                o_ALUCtrl = Shift_right_logic_by_var;
            end                 
            'b010_000011 : begin  
                o_ALUCtrl = Shift_right_arith;
            end                   
            'b010_000111 : begin  
                o_ALUCtrl = Shift_right_arith_by_var;
            end                   
            'b010_101001 : begin  
                o_ALUCtrl = Set_if_less_than_unsigned;
            end                   
            'b010_101010 : begin  
                o_ALUCtrl = Set_if_less_than;
            end
            'b010_011000 : begin 
                o_ALUCtrl = MULT;
            end
            'b010_011010 : begin 
                o_ALUCtrl = DIV;
            end		
            default: 
                o_ALUCtrl = 'bxxxx;
        endcase
    end
endmodule
```
==> impl_metrics.py <==
# Physical implementation metrics
metrics = {
    "clock_network": {
        "post-cts-setup-buffers": 0,
        "cts_hold_buf": 0,
    },
    "worst_setup_path": {
        "cp_max_fo": 9,
        "path_class": "in2out",
        "end_kind": "primary output",
        "start_kind": "input pin",
        "cp.required_ps": 2400,
        "crit_arrival_ps": 2330,
    },
    "run": {
        "tool_warnings": 32,
        "maxCapViolations": 0,
    },
    "global_route": {
        "grtUsageTotal": 0.0413,
        "grt_pass1_wl_um": 2280,
        "grt_pass1_vias": 486,
        "grt_max_degree": 10,
        "antenna_found_initial": 0,
        "overflow": 0,
    },
    "die": {
        "fp_util": 0.122,
        "placementRows": 21,
        "core_area_mm2": 0.00342,
        "die_x_um": 80,
        "die_h_um": 80,
        "io_pins": 13,
        "dieArea_mm2": 0.00640,
    },
    "layout": {
        "nClkBuffers": 0,
        "drive_above_1_share": 0.395,
        "utilization": 0.201,
        "final_cell_count_no_fill": 122,
        "area_delta_synth_final_pct": 65.7,
        "layout.area.comb_um2": 342,
        "seq_cells": 0,
        "final-seq-area_um2": 0,
        "nFillCells": 388,
    },
    "synth": {
        "area_leaders": "buf_6 (16%), and4bb_1 (6.0%), a32oi_1 (4.2%), or2b_2 (4.2%), xor2_1 (4.2%)",
        "common_cells": "buf_6 (6), a21oi_1 (3), inv_1 (3), nand2_1 (3)",
        "synthCells": 50,
        "ys_area_um2": 415,
        "synthDistinctLibCells": 34,
        "syn_avg_cell_area_um2": 8.31,
        "yosysWarnings": 0,
        "synth_area_um2": 415,
        "synth.top_cell.area_share": 0.163,
        "synth_seq_share": 0,
        "synth_top_cell_by_area": "buf_6",
        "synth.most_common_cell": "buf_6",
        "yosys_cells": 50,
    },
    "timing": {
        "fmax_ghz": 0.342,
        "fin_tns_setup_ps": 0,
        "period_used_share": 0.976,
        "slew_viol_final": 0,
        "slew_headroom": 0.770,
        "rsz0062_at_grt": "no",
        "hold_violations": 0,
        "tightest_slew_ps": 346,
        "period_minus_slack_ps": 2930,
        "finalSetupViolCount": 0,
    },
    "outcome": {
        "status": "completed",
    },
    "detailed_routing": {
        "drtAntennaViolNets": 0,
        "drt-total-wl_um": 1270,
        "routedWlPerCell_um": 10.4,
        "drc_errors": 0,
        "dr.pass1.iters": 4,
        "initialDrtViolationCount": 8,
        "num_vias": 473,
        "vias_per_cell": 3.88,
        "diodes": 0,
    },
    "placed_design": {
        "routabilityCongestion": 0.886,
        "dp_cells": 122,
        "place.port_buffers": 13,
        "dp_hpwl_um": 1080,
    },
    "pwr": {
        "power.density_mw_per_mm2": 115,
        "fin_total_pwr_mw": 0.0795,
        "p_leak_nw": 0.283,
        "intPower_mw": 0.0463,
        "swShare": 0.417,
        "power.share.sequential": 0,
        "clkPwrFrac": 0,
        "peakVddDrop_mv": 0.0484,
        "p_switching_mw": 0.0331,
        "combPwrFrac": 1.000,
    },
    "min_path": {
        "hold_path.class": "in2out",
        "min_path_cells": 5,
    },
}
[metrics by stage]
step	hold slack [ps]	cell area, um^2	setup slack (ps)
3_5_place_dp	2360	672	-236
5_1_grt	2020	688	14.4
6_report	1960	688	73.2
2_1_floorplan	1280	415	851
4_1_cts	1980	686	3.46
3_3_place_gp	2360	672	-237
[layer usage]
layer,track usage,vias to the layer above,share of wire
met5,0,-,0
met4,0,0,0
met3,0.00909,0,0.059
met2,0.0706,12,0.46
met1,0.0547,217,0.48
li1,-,244,-
[power by group through the flow]
stage / Sequential (mW) / Combinational (mW) / Clock [mW]
6_report: 0 / 0.0795 / 0
5_1_grt: 0 / 0.0877 / 0
4_1_cts: 0 / 0.0803 / 0
[layout make-up]
class | instances | area share
inverter | 3 | 0.0164
timing repair buffer | 33 | 0.404
multi-input combinational | 40 | 0.496
tap | 46 | 0.0836
[cell usage in the layout (no fill, tap or decap), types with 2 or more instances in the layout]
cell              n
a21oi_1           3
a32oi_1           2
inv_1             3
and4bb_1          2
clkdlybuf4s50_1   5
nor3_1            2
nand2_1           3
dlygate4sd2_1     7
or2b_2            2
xor2_1            2
buf_4            19
[logic make-up (layout without fill, tap and decap cells)]
logic type | after synthesis | after routing | share of synthesized area
and+or+nand+nor | 19 | 19 | 0.355
AOI/OAI and AO/OA | 18 | 18 | 0.358
buffers and inverters | 10 | 36 | 0.223
xor gates and xnor gates | 3 | 3 | 0.0633
[worst max-delay path, cell delays in order]
cell and delay, ps:
clkdlybuf4s50_1 460, buf_4 190, nor3_1 200, o31ai_2 90, a21boi_1 190, buf_4 140, clkdlybuf4s50_1 460
[final timing paths]
kind	start	to
max	i_ALUControlE[0]	o_ALUCtrl[3]
min	i_FunctE[0]	o_ALUCtrl[2]
[timing repair]
item                                    4_1_cts  5_1_grt
gates resized                                11        1
pin swaps                                     6        0
endpoints found under the setup margin        4        1
Power is estimated from default activity; no workload was simulated.
