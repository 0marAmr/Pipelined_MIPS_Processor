`run.sh`:
```
#!/bin/bash
# OpenROAD 26Q1-2900-gdf79404cd8, Yosys 0.63+post, stock flow scripts
make -C /OpenROAD-flow-scripts/flow DESIGN_CONFIG=/design/flow/config.mk WORK_HOME=/design/flow/orfs finish
```
`config.mk`:
```
export PLATFORM = sky130hd
export DESIGN_NAME = DATA_MEM
export DESIGN_NICKNAME = DATA_MEM
export VERILOG_FILES = /design/flow/design.v
export SDC_FILE = /design/flow/constraint.sdc
export NUM_CORES = 4
export LEC_CHECK = 1
export CORE_UTILIZATION = 50
export SYNTH_HDL_FRONTEND = slang
```
`constraint.sdc`:
```
current_design DATA_MEM

set clk_period 40.2
set clk_io_pct 0.2

create_clock -name clk0 -period $clk_period [get_ports {clk}]

set non_clock_inputs [all_inputs -no_clocks]
set_input_delay [expr $clk_period * $clk_io_pct] -clock clk0 $non_clock_inputs
set_output_delay [expr $clk_period * $clk_io_pct] -clock clk0 [all_outputs]
```
`design.v`:
```
module DATA_MEM
#(parameter ADDRESS_WIDTH = 32, 
            DATA_WIDTH = 32
    )(
        input wire clk,
        input wire write_en,
        input wire [DATA_WIDTH-1: 0] data_in,
        input wire [ADDRESS_WIDTH-1: 0] addr,
        output wire [DATA_WIDTH-1: 0] data_out
    );
    localparam DEPTH = 64;
    reg [DATA_WIDTH-1: 0] data_mem  [DEPTH-1: 0] ;
    reg [DATA_WIDTH-1: 0] data;
    always @(posedge clk) begin
        if(write_en) begin
            data_mem  [addr[31:2]] <= data_in;
        end
    end
    always @ * begin
            data = data_mem [addr[31:2]];
    end
    assign data_out = data;
endmodule
```
==> results.cfg <==
; flow metrics
[outcome]
status = complete, no violations

[logic_synthesis]
top_cells_by_area = edfxtp_1 79%, mux2i_1 3.3%, mux4_2 2.8%, mux2_2 2.1%, a221oi_1 2.0%
avgSynthCellArea_um2 = 18.6
async_reset_ff_share_pct = 0
ys_cells = 4207
ys_seq_share_pct = 78.6
synth_top_cell_by_count = edfxtp_1
syn_inst = 4207
top_cells_by_count = 2,048 x edfxtp_1, 259 x mux2i_1, 188 x a22oi_1
netlist_area_um2 = 78300
synth_area_leader_cell = edfxtp_1
synth_chip_area_um2 = 78300
yosys_warnings = 0
synth_cell_types = 55
yosysTopAreaCellShare_pct = 78.6
edf_count = 2048
synth_flops = 2048
synthFlopType = edfxtp_1

[sta]
finalSetupViolations = 0
post-route-min-period_ns = 21.19
finalCritPeriodShare_pct = 52.7
hold_viol_final = 0
tightest_slew_ns = 1.04
fin_tns_setup_ns = 0
fmax_mhz = 47.2
finalWorstSetupSlack_ns = 19.01
holdWs_ns = 7.47
final_max_slew_viol_count = 0
rsz0062_at_grt = no
slew_headroom_pct = 29.0

[cells_and_area]
largest_reg_flops = 2048
utilization_pct = 57.1
post_route_cells_drive_above_1_share_pct = 17.8
stdcell_area_um2 = 88400
syn_to_final_growth_pct = 12.9

[power]
irDropWorstVdd_uv = 47.2
p_sw_w = 0.000951
power_frac_comb_pct = 5.5
power_switching_share_pct = 21.6
p_int_w = 0.00346
p_per_area_nw_per_um2 = 49.9
p_leak_nw = 28.2
pwr-share-seq_pct = 53.7
power_frac_clock_pct = 40.7

[clocking]
cts_buffer_depth = 3
root_buffer = clkbuf_16
clk_pin_slew_ns = 0.05
h-tree-depth = 4
cts_resized = 0
clock-sinks = 2048
cts_inserted_buffers = 205
cts_tree = built
cts_hold_buffers = 0
post-cts-setup-buffers = 0

[die]
fp-utilization_pct = 50.6
die_x_um = 398
pin_count = 98
chipArea_um2 = 158000
core_area_um2 = 155000
fp.dieH_um = 398
rows = 144

[hold_path]
worstHoldEndpoint = data_mem[22][25]
hold_class = input port to flop
hold_depth = 1
min_from = data_in[25]

[placement]
gp_congestion = 0.903
dp_hpwl_um = 120000
placed_area_um2 = 82100
place_ws_ns = 19.08
portBuffers = 71

[drt]
drt_iter0_markers = 2965
wire_per_inst_um = 32.7
via_count = 41900
firstDrtPassIters = 8
antenna_left = 0
drc = 0
drt-total-wl_um = 215000
viasPerCell = 6.36

[setup_path]
worstPathRequired_ns = 32.16
worstPathArrival_ns = 13.15
crit_start = addr[2]
cpMostUsedCell = buf_4
worstPathCellList = buf_8 > buf_4 > buf_12 > and2_2 > buf_4 > and3_1 > nor4_1 > a31oi_1 > a2111oi_0 > buf_4 > nand3_1 > clkdlybuf4s50_1
worst-setup-path-type = input port to output pin
path_max_fanout = 114
cp-start-kind = input port
cp_slowest_cell = buf_4
cp_slowest_stage_delay_ns = 0.68
end_kind = output pin

[job]
log.warning_count = 56
max-cap-violations = 0

[global_routing]
track_usage_pct = 30.9
grt_pass1_vias = 43500
grt_max_degree = 115
overflow = 0
antenna_found_initial = 19
grt_pass1_wl_um = 307000
==> per-stage QoR <==
| step | instances | power, W |
|---|---|---|
| after global routing | 6587 | 0.00453 |
| after detailed placement | 6205 | 0.00265 |
| after global placement | 6205 | 0.00265 |
| after floorplan | 4207 | 0.00253 |
| after CTS | 6574 | 0.00443 |
| final | 6593 | 0.00441 |
==> power groups by stage <==
stage	combinational, W	clock (W)	sequential, W
4_1_cts	0.000243	0.00182	0.00237
5_1_grt	0.000262	0.00190	0.00237
6_report	0.000244	0.00180	0.00237
==> worst max-delay path by stage <==
stage	slack, ns	end
final	19.01	data_out[12]
after global routing	18.77	data_out[12]
after CTS	19.07	data_out[23]
==> layer usage <==
layer	wire length, um	vias up	global-route usage, %
met5	256	-	2.60
li1	-	17900	-
met3	40700	313	24.7
met4	4920	30	5.49
met1	71100	21000	41.5
met2	98200	2719	42.7
==> worst max-delay path: cells and delay by family <==
kind / cells / cell delay (ns)
AND-OR/OR-AND: 2 / 0.74
buffers and inverters: 6 / 2.87
AND/OR/NAND/NOR: 4 / 1.21
==> final cells by class <==
| cell class | instances | area [um2] |
|---|---|---|
| fillers | 11300 | 66400 |
| flip-flops and latches | 2048 | 61500 |
| multi-input cells | 1859 | 16000 |
| clock buffers | 270 | 5440 |
| well taps | 2044 | 2560 |
| repair buffers | 252 | 1960 |
| clock inverters | 99 | 833 |
| diodes | 19 | 47.5 |
| inverters | 2 | 15.0 |
==> cells in the final DEF, fill, tap and decap left out, types with 6 or more instances in the layout <==
cell / Yosys / layout
edfxtp_1: 2048 / 2048
mux2i_1: 259 / 259
clkbuf_16: 0 / 208
a22oi_1: 188 / 188
buf_4: 8 / 178
a221oi_1: 175 / 175
mux2_2: 147 / 147
a21oi_1: 121 / 121
mux4_2: 96 / 96
o22ai_1: 93 / 93
and3_1: 85 / 85
o21ai_0: 84 / 84
nor2_1: 145 / 77
o22a_1: 70 / 70
nor2_4: 0 / 67
a22o_1: 66 / 66
clkbuf_1: 168 / 62
nand3_1: 54 / 53
clkinv_1: 0 / 48
a31oi_1: 43 / 43
clkdlybuf4s50_1: 0 / 36
buf_2: 83 / 32
nand2_1: 28 / 27
clkinv_2: 0 / 26
diode_2: 0 / 19
nor3_1: 22 / 19
a211oi_1: 17 / 17
a222oi_1: 16 / 16
nand2b_1: 18 / 15
o2bb2ai_1: 15 / 15
a221o_1: 15 / 15
or4_1: 15 / 15
a2111oi_0: 15 / 15
or4b_1: 14 / 14
nor4_1: 14 / 14
bufinv_16: 0 / 11
o221ai_1: 6 / 6
==> kinds of logic after synthesis <==
logic type             share of synthesized area [%]
AND-OR/OR-AND                                   8.73
buffers and inverters                           1.70
multiplexers                                    8.19
AND/OR/NAND/NOR                                 2.83
flip-flops                                      78.6
Power figures rest on the tool's default switching activity, not on a simulated workload.
